### flow/config.mk
export PLATFORM = sky130hd
export DESIGN_NAME = systolic_array
export DESIGN_NICKNAME = systolic_array
export VERILOG_FILES = /design/flow/design.v
export SDC_FILE = /design/flow/constraint.sdc
export NUM_CORES = 4
export LEC_CHECK = 1
export CORE_UTILIZATION = 30
### flow/constraint.sdc
current_design systolic_array

set clk_period 4.4
set clk_io_pct 0.2

create_clock -name clk0 -period $clk_period [get_ports {clk}]

set non_clock_inputs [all_inputs -no_clocks]
set_input_delay [expr $clk_period * $clk_io_pct] -clock clk0 $non_clock_inputs
set_output_delay [expr $clk_period * $clk_io_pct] -clock clk0 [all_outputs]
### flow/design.v
module systolic_array #(parameter DATA_WIDTH=8) 
(
    input wire clk,
    input wire reset,
    input wire load_weights,
    input wire start,
    input wire [DATA_WIDTH-1:0] w00,
    input wire [DATA_WIDTH-1:0] w01,
    input wire [DATA_WIDTH-1:0] w10,
    input wire [DATA_WIDTH-1:0] w11,
    input wire [DATA_WIDTH-1:0] x0,
    input wire [DATA_WIDTH-1:0] x1,
    output wire [DATA_WIDTH-1:0] y0,
    output wire [DATA_WIDTH-1:0] y1,
    output reg done
);
    wire [DATA_WIDTH-1:0] y0_internal;
    wire [DATA_WIDTH-1:0] y1_internal;
    wire [DATA_WIDTH-1:0] input_inter0;
    wire [DATA_WIDTH-1:0] input_inter1;
    wire [DATA_WIDTH-1:0] psum_inter0;
    wire [DATA_WIDTH-1:0] psum_inter1;
    wire [DATA_WIDTH-1:0] zero_wire;
    assign zero_wire = 8'b0;
    weight_stationary_pe PE00 (
        .clk(clk),
        .reset(reset),
        .load_weight(load_weights),
        .valid(start),
        .input_in(x0),
        .weight(w00),
        .psum_in(zero_wire),
        .input_out(input_inter0),
        .psum_out(psum_inter0)
    );
    weight_stationary_pe PE01 (
        .clk(clk),
        .reset(reset),
        .load_weight(load_weights),
        .valid(start),
        .input_in(input_inter0),
        .weight(w01),
        .psum_in(zero_wire),
        .input_out(),
        .psum_out(psum_inter1)
    );
    weight_stationary_pe PE10 (
        .clk(clk),
        .reset(reset),
        .load_weight(load_weights),
        .valid(start),
        .input_in(x1),
        .weight(w10),
        .psum_in(psum_inter0),
        .input_out(input_inter1),
        .psum_out(y0_internal)
    );
    weight_stationary_pe PE11 (
        .clk(clk),
        .reset(reset),
        .load_weight(load_weights),
        .valid(start),
        .input_in(input_inter1),
        .weight(w11),
        .psum_in(psum_inter1),
        .input_out(),
        .psum_out(y1_internal)   
    );
    reg [DATA_WIDTH-1:0] y0_reg;
    reg [DATA_WIDTH-1:0] y1_reg;
    always @(posedge clk or posedge reset) begin
        if (reset) begin
            y0_reg <= 0;
            y1_reg <= 0;
        end else begin
            y0_reg <= y0_internal;
            y1_reg <= y1_internal;
        end
    end
    assign y0 = y0_reg;
    assign y1 = y1_reg;
endmodule
`default_nettype none
`timescale 1ns/1ns
module weight_stationary_pe #(
  parameter DATA_WIDTH=8  
)
(
  input wire clk,
  input wire reset,
  input wire load_weight,        
  input wire valid,              
  input wire [DATA_WIDTH-1:0] input_in,        
  input wire [DATA_WIDTH-1:0] weight,      
  input wire [DATA_WIDTH-1:0] psum_in,      
  output reg [DATA_WIDTH-1:0] input_out,     
  output reg [DATA_WIDTH-1:0] psum_out    
);
  reg [DATA_WIDTH-1:0] weight_reg;  
  always @(posedge clk or posedge reset) begin
    if (reset) begin 
      input_out <= 0;
      psum_out <= 0;
      weight_reg <= 0;
    end else begin
      if (load_weight) begin
        weight_reg <= weight;  
      end 
        psum_out <= psum_in + (input_in * weight_reg);  
        input_out <= input_in;  
    end
  end
endmodule
### flow/run.sh
#!/bin/bash
# OpenROAD 26Q1-2900-gdf79404cd8, Yosys 0.63+post, stock flow scripts
make -C /OpenROAD-flow-scripts/flow DESIGN_CONFIG=/design/flow/config.mk WORK_HOME=/design/flow/orfs finish
==> writeup.txt <==
The overall power consumption was 4.45 mW. Between clock sinks in the finished design, the worst skew comes to 12.5 ps. Buffers inserted during clock tree synthesis total 9. Buffers added to address setup during post-CTS repair amount to 0. For the worst setup path, the data required time is 4630 ps. With the count of distinct cell types in the synthesized netlist at 17, the fraction of final layout cells sized beyond drive strength 1 is 11.7%.

The number of antenna diodes in the final layout is 0. The run gives 69 as the I/O pin count. The total count of hold-check failures in the final report is 0. In the routed design, unresolved DRC markers number 0.

Hold repair after CTS inserted 0 buffers. The tools report the number of antenna violations at the first check in global routing as 0. OpenSTA lists the critical path startpoint as x1[2].

The share of the Yosys chip area taken by registers is 35.8%. The destination of the worst register-to-register timing path is PE11.psum_out[7]. The timing report gives the worst reg2reg path a setup slack of 290 ps. The run finished with clean final reports. The worst-case max-slew headroom was logged as 63.9%. The registers of the reported paths see a clock transition of 80 ps.

The number of iterations in the first detailed-routing pass is 4, and the number of levels in the clock H-tree is 3. The flow reports an fmax of 0.234 GHz. For the count of final max-slew check failures, the log shows 0. According to the floorplan report, the placeable core area is 21900 µm². The logs give 4.15 nW for the leakage dissipation and 4193 for the number of global-route vias before repair. After routing the design area is 8260 µm². At the later pin of the worst-skew pair, clock insertion delay measures 350 ps.

The master cell of the clock root buffer is sky130_fd_sc_hd__clkbuf_16. The tools report the number of DRC markers after the initial detailed-route iteration as 113. In this run the worst hold path is classified as flop to flop.

The pin slew with the least headroom to its limit came out at 542 ps. With the total routing resource utilization after global routing at 11.9%, the number of rows created at floorplan is 54. Measured along the y axis, the die boundary spans 152 µm. Summed over all layers, the routed wires come to 11600 µm. The floorplan step set the die width to 152 µm. The HPWL after detailed placement is 9250 µm. Across all hold checks on the routed design, the worst slack comes to 349 ps. Per the timing report, the most critical flop-to-flop path originates at PE11.weight_reg[0]. The first global-routing pass estimated 20700 µm of wire. The run gives 4510 ps as the arrival time at the worst endpoint. According to the timing report, the critical path is captured at PE10.psum_out[7]. With the total die size at 23000 µm², the filler cell count is 2178. The run gives 0 as the final-report setup violation count.

Detailed routing inserted a total of 4024 vias. Of the available clock period, the critical path in the final layout requires 97.3%. For this run, the chip area from Yosys synthesis comes to 6710 µm². Average via count per standard cell: 4.08.

Setup repair after global routing left no endpoint under its margin. Total power normalized to cell area comes to 539 nW/µm². No sink is reached through more buffers than the 2 on the longest clock path. Entering global routing, the biggest net connects 43 pins. Warnings raised by the tools during the run amount to 26. The number of sinks handled by clock tree synthesis is 96. The number of nets with antenna violations after routing came out at 0.

STA lists the maximum fanout along the critical path as 4. The flip-flop and latch count after synthesis came out at 96. Before any placement, the netlist area is recorded as 6710 µm². STA classifies the critical path endpoint as a flop.

The final timing report derives a shortest allowable period of 4280 ps. Counting the warning lines in the Yosys log gives 3. Before placement the cells fill 30.7% of the core. The placed instances occupy a cell area of 7930 µm². In the Yosys report the total cell count is 601. Between the synthesized netlist and the finished layout, the area growth was recorded as 23.0%. The number of port buffers came out at 66. IR analysis of the VDD net gives a maximum drop of 295 µV. The worst setup path is launched from a primary input.

Synthesis produced a netlist whose cell count is 601. The total congestion overflow is 0. Dividing the synthesized area by the synthesized cell count gives 11.2 µm².

TritonRoute output was used to compute an average wire per cell of 11.8 µm. The critical path is of the primary input to flop type. The final weighted congestion in routability-driven placement was 0.866; the cell count of the worst reg-to-reg path was 13. The report counts max-capacitance violations totalling 0.

TritonCTS built the clock tree.
-- report_power, final --
group | switching [mW] | internal, mW | total [mW]
combinational | 1.02 | 1.34 | 2.36
sequential | 0.107 | 1.14 | 1.24
clock | 0.381 | 0.459 | 0.840
total | 1.51 | 2.93 | 4.45
-- worst max-delay path: stages --
cell,delay [ps]
sky130_fd_sc_hd__dlygate4sd2_1,290
sky130_fd_sc_hd__buf_4,160
sky130_fd_sc_hd__and2_1,160
sky130_fd_sc_hd__fa_1,370
sky130_fd_sc_hd__ha_1,280
sky130_fd_sc_hd__ha_1,280
sky130_fd_sc_hd__inv_1,50
sky130_fd_sc_hd__fa_1,530
sky130_fd_sc_hd__inv_1,40
sky130_fd_sc_hd__ha_1,210
sky130_fd_sc_hd__fa_1,390
sky130_fd_sc_hd__a21o_1,180
sky130_fd_sc_hd__a21oi_2,130
sky130_fd_sc_hd__xnor3_1,210
sky130_fd_sc_hd__xnor3_1,350
-- cells by family (layout without fill, tap and decap cells) --
family	count (synthesis)	in the layout	synth area share (%)
and+or+nand+nor	144	144	10.4
AOI/OAI and AO/OA	16	16	1.49
adders and majority gates	126	126	30.2
muxes	32	32	5.37
buffers and inverters	127	233	7.19
DFF	96	96	35.8
xor gates and xnor gates	59	59	9.54
other	1	1	0.0559
-- synth_stat cells --
cell type	instances	area share, %
sky130_fd_sc_hd__inv_1	120	6.7
sky130_fd_sc_hd__dfrtp_1	96	36
sky130_fd_sc_hd__nand2_1	82	4.6
sky130_fd_sc_hd__ha_1	66	12
sky130_fd_sc_hd__and2_1	62	5.8
sky130_fd_sc_hd__fa_1	60	18
sky130_fd_sc_hd__xnor2_1	39	5.1
sky130_fd_sc_hd__mux2_2	32	5.4
sky130_fd_sc_hd__xor2_1	11	1.4
sky130_fd_sc_hd__xnor3_1	9	3.0
sky130_fd_sc_hd__a21o_1	8	0.89
sky130_fd_sc_hd__a21oi_1	8	0.60
sky130_fd_sc_hd__buf_1	3	0.17
sky130_fd_sc_hd__clkbuf_2	2	0.15
sky130_fd_sc_hd__buf_4	1	0.11
sky130_fd_sc_hd__clkbuf_1	1	0.056
sky130_fd_sc_hd__conb_1	1	0.056
-- stage by stage --
stage / util, % / setup slack (ps) / TNS, ps / instances
2_1_floorplan: - / 133 / 0 / 601
3_3_place_gp: 36.2 / -590 / -893 / 971
3_5_place_dp: 36.2 / -604 / -936 / 971
4_1_cts: 37.6 / 26.4 / 0 / 987
5_1_grt: 37.7 / 0.506 / 0 / 987
6_report: 37.7 / 120 / 0 / 987
-- worst min path at each step --
stage | slack (ps) | cells past startpoint | to | startpoint
CTS | 350 | 0 | y1_reg[4] | PE11.psum_out[4]
global route | 360 | 0 | y1_reg[7] | PE11.psum_out[7]
finish | 350 | 0 | y1_reg[6] | PE11.psum_out[6]
-- repair_timing --
| action | CTS | global route |
|---|---|---|
| pin swaps | 0 | 1 |
| setup endpoints to repair | 1 | 2 |
| resized | 6 | 9 |
-- metal layers --
metal  up-vias  part of all wire, %  wire length, µm  GRT usage, %
met5         -                    0                0             0
met2        74                   46             5410          18.8
met4         0                  1.1              123         0.891
met3         9                  5.1              598          2.78
met1      1923                   47             5500          18.1
li1       2018                    -                -             -
-- cell usage in the layout, fill, tap and decap left out, types with 2 or more instances in the layout --
master / count
sky130_fd_sc_hd__clkbuf_16: 9
sky130_fd_sc_hd__a21o_1: 8
sky130_fd_sc_hd__inv_1: 119
sky130_fd_sc_hd__nand2_1: 82
sky130_fd_sc_hd__clkdlybuf4s50_1: 56
sky130_fd_sc_hd__and2_1: 62
sky130_fd_sc_hd__ha_1: 66
sky130_fd_sc_hd__dlymetal6s2s_1: 4
sky130_fd_sc_hd__xor2_1: 11
sky130_fd_sc_hd__mux2_2: 32
sky130_fd_sc_hd__inv_8: 3
sky130_fd_sc_hd__buf_4: 31
sky130_fd_sc_hd__a21oi_1: 6
sky130_fd_sc_hd__xnor3_1: 9
sky130_fd_sc_hd__dlygate4sd2_1: 4
sky130_fd_sc_hd__dfrtp_1: 96
sky130_fd_sc_hd__a21oi_2: 2
sky130_fd_sc_hd__fa_1: 60
sky130_fd_sc_hd__xnor2_1: 39
-- area by class of cell --
type	count	area (µm²)	share of cell area, %
Inverter	120	453	5.49
Clock buffer	9	225	2.73
Clock inverter	7	96.3	1.17
Timing Repair Buffer	97	893	10.8
Sequential cell	96	2400	29.1
Multi-Input combinational cell	378	3830	46.5
Tap cell	280	350	4.24
Power figures rest on the tool's default switching activity, not on a simulated workload.
